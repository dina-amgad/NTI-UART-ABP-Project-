## config.mk

```make
export PLATFORM = sky130hd
export DESIGN_NAME = uart_rx
export DESIGN_NICKNAME = uart_rx
export VERILOG_FILES = /design/flow/design.v
export SDC_FILE = /design/flow/constraint.sdc
export NUM_CORES = 4
export LEC_CHECK = 1
export CORE_UTILIZATION = 30
```

## constraint.sdc

```tcl
current_design uart_rx

set clk_period 4.1
set clk_io_pct 0.2

create_clock -name clk0 -period $clk_period [get_ports {clk}]

set non_clock_inputs [all_inputs -no_clocks]
set_input_delay [expr $clk_period * $clk_io_pct] -clock clk0 $non_clock_inputs
set_output_delay [expr $clk_period * $clk_io_pct] -clock clk0 [all_outputs]
```

## design.v

```verilog
module uart_rx #(
    parameter DATAWIDTH = 8,
    parameter SB_TICK   = 16
) (
    input  clk,
    input  rx_rst,
    input  rx_en,
    input  rx,
    input  s_tick,
    output reg [DATAWIDTH-1:0] dout,
    output reg rx_done,
    output reg rx_busy,
    output reg rx_error
);
    localparam [1:0] IDLE  = 2'b00,
                     START = 2'b01,
                     DATA  = 2'b10,
                     STOP  = 2'b11;
    reg [1:0] state_reg, state_next;
    reg [DATAWIDTH-1:0] data_reg, data_next;
    reg [$clog2(DATAWIDTH)-1:0] n_reg, n_next;
    reg [$clog2(SB_TICK)-1:0] s_reg, s_next;
    always @(posedge clk or posedge rx_rst) begin
        if (rx_rst) begin
            state_reg <= IDLE;
            data_reg  <= 0;
            n_reg     <= 0;
            s_reg     <= 0;
            dout      <= 0;
            rx_done   <= 0;
            rx_busy   <= 0;
            rx_error  <= 0;
        end else begin
            state_reg <= state_next;
            data_reg  <= data_next;
            n_reg     <= n_next;
            s_reg     <= s_next;
            dout      <= data_reg;
        end
    end
    always @* begin
        state_next = state_reg;
        data_next  = data_reg;
        n_next     = n_reg;
        s_next     = s_reg;
        rx_done    = 1'b0;
        rx_busy    = (state_reg != IDLE);
        rx_error   = 1'b0; 
        if (rx_en) begin
            case (state_reg)
                IDLE: if (~rx) begin
                          state_next = START;
                          s_next     = 0;
                      end
                START: if (s_tick) begin
                           if (s_reg == 7) begin
                               state_next = DATA;
                               s_next     = 0;
                               n_next     = 0;
                           end else s_next = s_reg + 1;
                       end
                DATA: if (s_tick) begin
                          if (s_reg == 15) begin
                              data_next = {rx, data_reg[DATAWIDTH-1:1]};
                              s_next    = 0;
                              if (n_reg == (DATAWIDTH-1))
                                  state_next = STOP;
                              else
                                  n_next = n_reg + 1;
                          end else s_next = s_reg + 1;
                      end
                STOP: if (s_tick) begin
                          if (s_reg == (SB_TICK-1)) begin
                              if (~rx) rx_error = 1'b1; 
                              state_next = IDLE;
                              rx_done    = 1'b1;
                          end else s_next = s_reg + 1;
                      end
            endcase
        end
    end
endmodule
```

## run.sh

```bash
#!/bin/bash
# OpenROAD 26Q1-2900-gdf79404cd8, Yosys 0.63+post, stock flow scripts
make -C /OpenROAD-flow-scripts/flow DESIGN_CONFIG=/design/flow/config.mk WORK_HOME=/design/flow/orfs finish
```

==> impl_metrics.toml <==
# synthesis and place-and-route metrics
[outcome]
status = "finished, final reports clean"

[layout]
flow.area_growth_from_synthesis_pct = 16.62
area.sequential_sq_um = 676.9
fillers = 342
share_of_layout_cells_above_drive_strength_1_pct = 9.821
layout.area.comb_sq_um = 476.7
layout_top_cell = "sky130_fd_sc_hd__dfrtp_1"
layout.cells.most_common_list = "sky130_fd_sc_hd__dfrtp_1 (26), sky130_fd_sc_hd__clkdlybuf4s50_1 (12), sky130_fd_sc_hd__mux2_1 (8)"
finish.utilization_pct = 37.49

[routing]
drc_errors = 0
avgViaCountPerCell = 4.775
routed_wl_um = 1807
via_count = 764
drt-initial-drc-count = 21
post_drt_wl_per_cell_um = 11.29
ant_nets = 0
drt_first_pass_iters = 4
num_antenna_cells = 0

[synthesis]
area_leaders = "sky130_fd_sc_hd__dfrtp_1 (54%), sky130_fd_sc_hd__mux2_1 (7.4%), sky130_fd_sc_hd__ha_1 (3.1%), sky130_fd_sc_hd__a221oi_4 (2.2%), sky130_fd_sc_hd__dfstp_2 (2.2%)"
number_of_warning_messages_in_the_yosys_log = 7
ys_ff = 27
synthDistinctLibCells = 38
synth_stat.cells = 100
synth_area_per_cell_sq_um = 12.12
post_synth_instance_area_sq_mm = 0.001212
synth_top_cell_by_area = "sky130_fd_sc_hd__dfrtp_1"
synth.yosys.seq_area_share_pct = 55.83
synth.yosys.chip_area_sq_mm = 0.001212
synth_top_area_share_pct = 53.66
postSynthCellCount = 100

[clock_network]
cts_hold_repair.buffers = 0
clock-sinks = 27
post_cts_resize_count = 0
insertion_delay_to_the_later_sink_of_the_worst_skew_pair_ns = 0.27
cts.root.buffer_cell = "sky130_fd_sc_hd__clkbuf_8"
cts.clk_slew.worst_paths_ns = 0.09
post-cts-setup-buffer-count = 0
cts_max_level = 1
cts_tree = "yes"
numCtsBuffers = 3
clock_tree.buffer_depth = 2

[floorplan]
die_x_um = 65.57
initial_utilization_pct = 32.15
pin_count = 16
fp.dieArea_sq_mm = 0.004299
placementRows = 22
area_of_the_core_sq_mm = 0.003771
fp.dieH_um = 65.57

[timing]
measured_slew_at_the_worst_slew_check_pin_ns = 0.5112
hold_viol_final = 0
final.period_utilization_pct = 53.63
final-max-slew-violation-count = 0
slew_headroom_pct = 65.89
setup_tns_ns = 0
final.setup_skew_ns = 0.002842
finalWorstPathRequiredPeriod_ns = 2.199
rsz0062_at_grt = "false"
report.final.setup_viol = 0
achievable-frequency_mhz = 454.8

[pwr]
ir_worst_vdd_mv = 0.2648
power_leakage_nw = 0.6584
internal-power_w = 0.0004396
power.share.switching_pct = 31.61
netSwitchingPower_w = 0.0002032
share_seq_of_total_power_pct = 56.3
power-per-cell-area_mw_per_mm2 = 454.6
share_clk_of_total_power_pct = 22.8
share_comb_of_total_power_pct = 21.0

[global_routing]
antenna_found_initial = 0
groute.usage.overall_pct = 9.307
grt_pass1_wl_um = 3029
largest_net_degree_at_the_start_of_global_routing = 28
grt_pass1_vias = 655
grt_remaining_overflow = 0

[worst_setup_path]
worst_ep_arrival_time_ns = 2.35
setup.worst_path.end_class = "flip-flop"
worst_setup_path_start_kind = "input pin"
worst_path_dominant_cell_family = "buffers and inverters"
critical_path_peak_fanout = 8
slowest_stage = "sky130_fd_sc_hd__clkdlybuf4s50_1"
cpPeakStageDelay_ns = 0.58
worstPathBufferInverterCount = 1
critical_path_start_end_classification = "in -> reg"
worst-path-stages = 4
crit_required_ns = 4.25
worst-r2r-cell-count = 5
crit_path_cell_trace = "clkdlybuf4s50_1 -> nand4_1 -> a21oi_2 -> mux2_1"

[flow_run]
maxCapViolations = 0
warnings = 25

[placement]
routabilityCongestion = 0.8849
dp_hpwl_um = 1234
numPortBuffers = 12

[hold_path]
hold_path_depth = 0
tightest_hold_check_type = "reg -> reg"
[power groups by stage]
stage | Combinational (W) | Sequential, W | Clock [W]
4_1_cts | 0.000137 | 0.000360 | 0.000151
5_1_grt | 0.000151 | 0.000368 | 0.000162
6_report | 0.000135 | 0.000362 | 0.000146
[cell usage after synthesis]
cell and instances:
sky130_fd_sc_hd__dfstp_2 1, sky130_fd_sc_hd__buf_2 2, sky130_fd_sc_hd__a21o_1 1, sky130_fd_sc_hd__a211o_1 1, sky130_fd_sc_hd__nand4bb_1 1, sky130_fd_sc_hd__nand3_1 2, sky130_fd_sc_hd__clkbuf_1 2, sky130_fd_sc_hd__nand4_4 1
sky130_fd_sc_hd__a21oi_1 4, sky130_fd_sc_hd__nor3_1 1, sky130_fd_sc_hd__conb_1 1, sky130_fd_sc_hd__nand3_2 1, sky130_fd_sc_hd__and4_1 1, sky130_fd_sc_hd__o22ai_1 1, sky130_fd_sc_hd__nand4_1 2, sky130_fd_sc_hd__nand2_1 7
sky130_fd_sc_hd__a211oi_1 1, sky130_fd_sc_hd__or3_1 1, sky130_fd_sc_hd__buf_4 3, sky130_fd_sc_hd__mux2_4 1, sky130_fd_sc_hd__a32o_1 1, sky130_fd_sc_hd__nor4_1 1, sky130_fd_sc_hd__dfrtp_1 26, sky130_fd_sc_hd__nor2_1 3
sky130_fd_sc_hd__o21ai_0 3, sky130_fd_sc_hd__nand2b_1 2, sky130_fd_sc_hd__o21bai_1 1, sky130_fd_sc_hd__nor2b_1 2, sky130_fd_sc_hd__inv_1 7, sky130_fd_sc_hd__a41o_1 1, sky130_fd_sc_hd__a21boi_1 1, sky130_fd_sc_hd__a21oi_2 1
sky130_fd_sc_hd__o2111ai_1 1, sky130_fd_sc_hd__mux2i_1 2, sky130_fd_sc_hd__a221oi_4 1, sky130_fd_sc_hd__mux2_1 8, sky130_fd_sc_hd__ha_1 3, sky130_fd_sc_hd__o21ai_1 1
[path summary, 6_finish.rpt]
check,startpoint,endpoint,slack (ns)
worst max register to register,s_reg[0],n_reg[0],2.18
max in group asynchronous,rx_rst,state_reg[0],2.90
min in group asynchronous,rx_rst,dout[1],0.90
worst min register to register,data_reg[0],dout[0],0.37
worst max-delay path,s_tick,data_reg[6],1.90
worst min-delay path,data_reg[0],dout[0],0.37
[area by class of cell]
class,instances,area share (%)
multi-input combinational,61,33.72
clock inverter,1,0.3540
timing repair buffer,13,9.026
clock buffer,3,2.920
inverter,7,1.858
sequential,27,47.88
tap,48,4.248
[metrics by stage]
step / hold WS (ns) / instances / area [sq um] / power, W / setup WS (ns)
CTS: 0.3787 / 160 / 1414 / 0.0006477 / 1.876
floorplan: 0.3471 / 102 / 1220 / 0.0004638 / 2.373
finish: 0.3748 / 160 / 1414 / 0.0006427 / 1.901
global placement: 0.3568 / 156 / 1368 / 0.0004975 / 1.619
global route: 0.4030 / 160 / 1414 / 0.0006818 / 1.754
detailed placement: 0.3580 / 156 / 1368 / 0.0005011 / 1.584
[cells by family (layout without fill, tap and decap cells)]
| kind of cell | Yosys count | count (layout) | share of synthesized area [%] |
|---|---|---|---|
| AND-OR/OR-AND | 19 | 19 | 12.28 |
| adder cells (fa/ha/maj) | 3 | 3 | 3.096 |
| buffers and inverters | 14 | 24 | 5.470 |
| flip-flops | 27 | 27 | 55.83 |
| multiplexers | 11 | 11 | 10.32 |
| other | 1 | 3 | 0.3093 |
| AND/OR/NAND/NOR | 25 | 25 | 12.69 |
[per-layer routing]
metal  part of all wire, %  GRT usage [%]  vias up
met4                  0.55         0.8152        0
met2                    42          13.27       16
met1                    52          15.18      375
li1                      -              -      371
met5                     0              0        -
met3                   5.0          2.465        2
Power and IR drop assume default switching activity.
