[design.v]
module uart_tx #(
    parameter DATAWIDTH = 8,
    parameter SB_TICK   = 16
)(
    input  clk,
    input  tx_rst,
    input  tx_en,
    input  tx_start,
    input  [DATAWIDTH-1:0] din,
    input  s_tick,
    output reg tx,
    output reg tx_done,
    output reg tx_busy
);
    localparam [1:0] IDLE  = 2'b00,
                     START = 2'b01,
                     DATA  = 2'b10,
                     STOP  = 2'b11;
    reg [1:0] state, state_n;
    reg [$clog2(SB_TICK)-1:0] s_reg, s_n;
    reg [$clog2(DATAWIDTH)-1:0] n_reg, n_n;
    reg [DATAWIDTH-1:0] b_reg, b_n;
    reg tx_n, tx_done_n;
    always @(posedge clk or posedge tx_rst) begin
        if (tx_rst) begin
            state    <= IDLE;
            s_reg    <= 0;
            n_reg    <= 0;
            b_reg    <= 0;
            tx       <= 1'b1;
            tx_done  <= 1'b0;
            tx_busy  <= 1'b0;
        end else begin
            state    <= state_n;
            s_reg    <= s_n;
            n_reg    <= n_n;
            b_reg    <= b_n;
            tx       <= tx_n;
            tx_done  <= tx_done_n;
            tx_busy  <= (state_n != IDLE);
        end
    end
    always @* begin
        state_n    = state;
        s_n        = s_reg;
        n_n        = n_reg;
        b_n        = b_reg;
        tx_n       = tx;
        tx_done_n  = 1'b0;
        if (tx_en) begin
            case (state)
                IDLE: begin
                    tx_n = 1'b1;
                    if (tx_start) begin
                        b_n     = din;
                        s_n     = 0;
                        state_n = START;
                    end
                end
                START: begin
                    tx_n = 1'b0;
                    if (s_tick) begin
                        if (s_reg == SB_TICK-1) begin
                            s_n     = 0;
                            n_n     = 0;
                            state_n = DATA;
                        end else s_n = s_reg + 1;
                    end
                end
                DATA: begin
                    tx_n = b_reg[n_reg];
                    if (s_tick) begin
                        if (s_reg == SB_TICK-1) begin
                            s_n = 0;
                            if (n_reg == DATAWIDTH-1)
                                state_n = STOP;
                            else
                                n_n = n_reg + 1;
                        end else s_n = s_reg + 1;
                    end
                end
                STOP: begin
                    tx_n = 1'b1;
                    if (s_tick) begin
                        if (s_reg == SB_TICK-1) begin
                            state_n   = IDLE;
                            tx_done_n = 1'b1;
                            s_n       = 0;
                        end else s_n = s_reg + 1;
                    end
                end
            endcase
        end
    end
endmodule
[run.sh]
#!/bin/bash
# OpenROAD 26Q1-2900-gdf79404cd8, Yosys 0.63+post, stock flow scripts
make -C /OpenROAD-flow-scripts/flow DESIGN_CONFIG=/design/flow/config.mk WORK_HOME=/design/flow/orfs finish
[config.mk]
export PLATFORM = sky130hd
export DESIGN_NAME = uart_tx
export DESIGN_NICKNAME = uart_tx
export VERILOG_FILES = /design/flow/design.v
export SDC_FILE = /design/flow/constraint.sdc
export NUM_CORES = 4
export LEC_CHECK = 1
export CORE_AREA = 10 10 114 114
export DIE_AREA = 0 0 124 124
[constraint.sdc]
current_design uart_tx

set clk_period 2.9
set clk_io_pct 0.2

create_clock -name clk0 -period $clk_period [get_ports {clk}]

set non_clock_inputs [all_inputs -no_clocks]
set_input_delay [expr $clk_period * $clk_io_pct] -clock clk0 $non_clock_inputs
set_output_delay [expr $clk_period * $clk_io_pct] -clock clk0 [all_outputs]
==> flow_metrics.tcl <==
# implementation run metrics
set metrics [dict create \
    outcome "complete, no violations" \
    chipHeight_um 124 \
    antenna_left 0 \
    largest_reg_flops 8 \
    via_per_inst 3.19 \
    port_buffers 15 \
    rows 37 \
    antenna_found_initial 0 \
    fin_tns_setup_ns 0 \
    power.density_nw_per_um2 392 \
    syn_avg_cell_area_sq_um 12.2 \
    die_x_um 124 \
    critPathCaptureType "register" \
    lay_top_cells "dfrtp_1 (20), clkdlybuf4s50_1 (15), mux2_2 (8)" \
    final-hold-violation-count 0 \
    drv_cap 0 \
    fin_crit_sh_pct 70.7 \
    hold_buffers 0 \
    timing.final.ws_setup_ns 0.849 \
    setup_viol 0 \
    gp_congestion 0.750 \
    tritoncts "yes" \
    drcViolationCount 0 \
    layout.area.comb_sq_um 514 \
    cp.required_ns 3.10 \
    rsz0062_at_grt "false" \
    ios 16 \
    fin_crit_ns 2.05 \
    max_clock_freq_mhz 488 \
    hpwl_um 1840 \
    grt-ovfl-total 0 \
    yosys_area_sq_um 1100 \
    syn_area_sq_um 1100 \
    yosysSeqAreaShare_pct 50.3 \
    start_kind "input port" \
    tool_warnings 25 \
    ys_warn_count 1 \
    worstHoldPathType "reg -> reg" \
    clock_latency_ns 0.25 \
    pre_cts_slack_ns 0.609 \
    antenna_cells 0 \
    grt_pass1_wl_um 3840 \
    dr.pass1.iters 4 \
    core_area_sq_um 10400 \
    gr-usage-all-layers_pct 3.09 \
    postCtsSetupBuffers 0 \
    area_growth_pct 31.6 \
    crit_fanout 11 \
    nFillCells 1169 \
    seq_area_sq_um 553 \
    p_leak_nw 0.588 \
    vias 772 \
    clk_pin_slew_worst_paths_ns 0.07 \
    ir_drop_mv 0.234 \
    grt_pass1_vias 766 \
    worst_pin_slew_ns 0.643 \
    cp.arrival_ns 2.25 \
    numCtsBuffers 3 \
    cts_buffer_depth 2 \
    timing.hold.ws_ns 0.507 \
    crit_type "in -> reg" \
    skew_ns 0.000456 \
    routed_wirelength_um 2370 \
    grt_max_degree 18 \
    post_drt_wl_per_cell_um 9.79 \
    fp_util_pct 10.6 \
    layout_top_cell "dfrtp_1" \
    slew_violations 0 \
    ys_types 36 \
    post_cts_resized 0 \
    syn_inst 90 \
    chipArea_sq_um 15400 \
    ys_cells 90 \
    maxSlewHeadroom_pct 57.1 \
    drive_above_1_share_pct 19.8 \
    htreeDepth 1 \
    first_iter_violations 67 \
    root_buffer "clkbuf_8" \
    ys.flops 22 \
    cts_sinks 22 \
]
[cells in the mapped netlist]
library cell	instances	area, sq um
a31o_2	1	8.76
mux2i_1	2	20.0
nand2_1	5	18.8
a21oi_1	3	15.0
a32o_1	3	30.0
dfrtp_1	20	500
inv_1	2	7.51
mux4_2	1	22.5
nor2_1	1	3.75
and3_1	2	12.5
and3b_1	1	8.76
clkbuf_4	1	7.51
nand2_2	1	6.26
mux2_2	8	90.1
a21o_1	2	15.0
ha_1	3	37.5
nand3_2	1	10.0
buf_4	1	7.51
or4_1	1	7.51
and2_1	2	12.5
nand3_1	3	15.0
dfstp_2	2	52.6
nor3b_2	1	12.5
o21ai_0	4	20.0
o2111ai_1	1	8.76
and4_4	1	11.3
nand4_1	1	6.26
nor3b_1	1	7.51
buf_2	2	10.0
a31oi_1	1	6.26
a22o_1	6	52.6
nor3_4	1	16.3
o211ai_1	1	7.51
mux2_1	1	11.3
nand2b_1	2	12.5
nand3b_1	1	7.51
[worst max-delay path, stage by stage]
cell,delay [ns]
clkdlybuf4s50_1,0.69
nor3b_1,0.37
nor3b_2,0.29
a22o_1,0.17
a22o_1,0.14
[stage by stage]
stage / util (%) / instances / cell area [sq um] / total power [mW]
finish: 13.9 / 242 / 1450 / 0.568
floorplan: - / 90 / 1100 / 0.358
global placement: 13.5 / 238 / 1400 / 0.384
CTS: 13.9 / 242 / 1450 / 0.576
detailed placement: 13.5 / 238 / 1400 / 0.385
global route: 13.9 / 242 / 1450 / 0.593
[cells by family (layout without fill, tap and decap cells)]
group,count (synthesis),count (layout),share of synthesized area [%]
DFF,22,22,50.3
buffers and inverters,6,22,2.96
and+or+nand+nor,25,25,15.4
muxes,12,12,13.1
AOI/OAI and AO/OA,22,22,14.9
adders and majority gates,3,3,3.41
[routing by layer]
layer  GRT usage [%]  vias up  share of wire, %
met3            1.01        2               4.5
met4           0.216        0              0.76
met5               0        -                 0
met2            4.40       20                41
li1                -      370                 -
met1            4.65      380                53
[area by class of cell]
class / instances / area share, %
Inverter: 2 / 0.519
Multi-Input combinational cell: 62 / 35.5
Sequential cell: 22 / 38.2
Timing Repair Buffer: 16 / 10.9
Tap cell: 136 / 11.8
Clock buffer: 4 / 3.11
[path summary, 6_finish.rpt]
| path | startpoint | endpoint | slack (ns) | depth (start not counted) |
|---|---|---|---|---|
| setup / recovery | tx_en | n_reg[2]$_DFFE_PP0P_ | 0.85 | 5 |
| hold / removal | b_reg[2]$_DFFE_PP0P_ | b_reg[2]$_DFFE_PP0P_ | 0.51 | 1 |
| setup reg to reg | n_reg[0]$_DFFE_PP0P_ | n_reg[2]$_DFFE_PP0P_ | 1.17 | 5 |
| hold reg to reg | b_reg[2]$_DFFE_PP0P_ | b_reg[2]$_DFFE_PP0P_ | 0.51 | 1 |
| max in group asynchronous | tx_rst | state[0]$_DFF_PP1_ | 1.57 | 3 |
| min in group asynchronous | tx_rst | b_reg[4]$_DFFE_PP0P_ | 0.70 | 2 |
[power by group]
group          leakage [nW]  switching, mW  total [mW]  internal (mW)
Combinational         0.283         0.0208      0.0518         0.0310
Sequential            0.282        0.00563       0.325          0.319
Clock                0.0228         0.0929       0.191         0.0978
Total                 0.588          0.119       0.568          0.448
Power figures rest on the tool's default switching activity, not on a simulated workload.
